<file path="./design.v">
`timescale 1 ps / 1 ps
module nvram
#(
	parameter DUMPWIDTH=8,								 
	parameter CONFIGINDEX=3,								 
	parameter DUMPINDEX=4,								 
	parameter PAUSEPAD=4								 
)
(
	input										clk,
	input										paused,			 
	input										reset,
	input										autosave,		 
	input										ioctl_upload,
	output reg								ioctl_upload_req,
	input										ioctl_download,
	input										ioctl_wr,
	input		[24:0]						ioctl_addr,
	input		[7:0]							ioctl_index,
	output	[7:0]							ioctl_din,
	input		[7:0]							ioctl_dout,
	input										OSD_STATUS,
	output	[DUMPWIDTH-1:0]			nvram_address,
	input		[7:0]							nvram_data_out,
	output	reg							pause_cpu			 
);
wire				downloading_config;				 
reg				downloaded_config = 1'b0;		 
wire				downloading_dump;					 
reg				downloaded_dump = 1'b0;			 
wire				uploading_dump;					 
reg				extracting_dump = 1'b0;			 
assign downloading_config = ioctl_download && (ioctl_index==CONFIGINDEX);
assign downloading_dump = ioctl_download && (ioctl_index==DUMPINDEX);
assign uploading_dump = ioctl_upload && (ioctl_index==DUMPINDEX);
localparam SM_STATEWIDTH	 = 3;				 
localparam SM_IDLE	 = 3'd0;
localparam SM_TIMER			 = 3'd1;
localparam SM_EXTRACTINIT		 = 3'd2;
localparam SM_EXTRACTREADY	 = 3'd3;
localparam SM_EXTRACTNEXT	 = 3'd4;
localparam SM_EXTRACTSAVE = 3'd5;
localparam SM_EXTRACTCOMPLETE = 3'd6;
reg	[(SM_STATEWIDTH-1):0]		state = SM_IDLE;			 
reg	[(SM_STATEWIDTH-1):0]		next_state = SM_IDLE;		 
reg	[31:0]							wait_timer;								 
reg										last_reset = 1'b0;		 
reg										last_OSD_STATUS;			 
reg	[7:0]								last_ioctl_index;			 
reg										last_ioctl_download = 0; 
reg	[DUMPWIDTH-1:0]				buffer_addr;
reg	[DUMPWIDTH-1:0]				buffer_length;
wire  [7:0]								buffer_data_in;
reg										buffer_write = 1'b0;
assign nvram_address = buffer_addr;
reg	[DUMPWIDTH-1:0]				compare_length = {DUMPWIDTH{1'b0}};
reg										compare_nonzero = 1'b1;	 
reg										compare_changed = 1'b1;	 
wire [7:0] 								check_mask_out  ;
wire 										check_mask = check_mask_out[buffer_addr[2:0]]  ;
spram_hs #(.aWidth(DUMPWIDTH-3),.dWidth(8))
mask_ram (
	.clk(clk),
	.addr(downloading_config ? ioctl_addr[DUMPWIDTH-4:0] : buffer_addr[DUMPWIDTH-1:3]),
	.we(downloading_config && ioctl_wr),
	.d(ioctl_dout),
	.q(check_mask_out)
);
spram_hs #(.aWidth(DUMPWIDTH),.dWidth(8))
nvram_buffer (
	.clk(clk),
	.addr((downloading_dump || uploading_dump) ? ioctl_addr[DUMPWIDTH-1:0] : buffer_addr),
	.we(downloading_dump ? ioctl_wr : buffer_write),
	.d(downloading_dump ? ioctl_dout : nvram_data_out),
	.q(ioctl_din)
);
always @(posedge clk)
begin
	if ((last_ioctl_download != ioctl_download) && (ioctl_download == 1'b0))
	begin
		if (last_ioctl_index==CONFIGINDEX) downloaded_config <= 1'b1;
		if (last_ioctl_index==DUMPINDEX) downloaded_dump <= 1'b1;
	end
	last_ioctl_download <= ioctl_download;
	last_ioctl_index <= ioctl_index;
	last_OSD_STATUS <= OSD_STATUS;
	last_reset <= reset;
	if (last_reset == 1'b1 && reset == 1'b0)
	begin
		next_state <= SM_IDLE;
		state <= SM_IDLE;
		extracting_dump <= 1'b0;
		buffer_length <= (2**DUMPWIDTH) - 1'b1;
	end
	else
	begin
		if(last_OSD_STATUS==1'b0 && OSD_STATUS==1'b1 && extracting_dump==1'b0 && uploading_dump==1'b0)
		begin
			extracting_dump <= 1'b1;
			state <= SM_EXTRACTINIT;
		end
		if (extracting_dump == 1'b1)
		begin
			case (state)
				SM_EXTRACTINIT:  
					begin
						buffer_addr <= {DUMPWIDTH{1'b0}};
						buffer_write <= 1'b0;
						compare_nonzero <= 1'b0;
						compare_changed <= 1'b0;
						compare_length <= {DUMPWIDTH{1'b0}};
						pause_cpu <= 1'b1;
						state <= SM_TIMER;
						next_state <= SM_EXTRACTREADY;
						wait_timer <= PAUSEPAD;
						ioctl_upload_req <= 1'b0;
					end
				SM_EXTRACTREADY:
					begin
						buffer_write <= 1'b1;
						compare_length <= compare_length + 1'b1;
						state <= SM_EXTRACTNEXT;
					end
				SM_EXTRACTNEXT:
					begin
						if ((nvram_data_out != ioctl_din) && (downloaded_config == 1'b0 || check_mask == 1'b1))  
						begin
							compare_changed <= 1'b1;  
						end
						if (nvram_data_out != 8'b0)
						begin
							compare_nonzero <= 1'b1;  
						end
						buffer_write <= 1'b0;
						buffer_addr <= buffer_addr + 1'b1;
						if (compare_length == buffer_length)
						begin
							state <= SM_TIMER;
							next_state <= SM_EXTRACTSAVE;
							wait_timer <= PAUSEPAD;
						end
						else
						begin
							state <= SM_TIMER;
							next_state <= SM_EXTRACTREADY;
							wait_timer <= 32'b0;
						end
					end
				SM_EXTRACTSAVE:
					begin
						if (compare_changed == 1'b1 && compare_nonzero == 1'b1 && autosave == 1'b1)
						begin
							ioctl_upload_req <= 1'b1;
						end
						pause_cpu <= 1'b0;
						state <= SM_TIMER;
						next_state <= SM_EXTRACTCOMPLETE;
						wait_timer <= 32'd4;
					end
				SM_EXTRACTCOMPLETE:
					begin
						extracting_dump <= 1'b0;
						ioctl_upload_req <= 1'b0;
						state <= SM_IDLE;
					end
				default:
					begin
					end
			endcase
		end
		if(state == SM_TIMER)  
		begin
			if (paused == 1'b0 || pause_cpu == 1'b1)
			begin
				if (wait_timer > 1'b0)
					wait_timer <= wait_timer - 1'b1;
				else
					state <= next_state;
			end
		end
	end
end
endmodule
module spram_hs #(
	parameter dWidth=8,
	parameter aWidth=8
)(
	input								clk,
	input			[aWidth-1:0]	addr,
	input			[dWidth-1:0]	d,
	input								we,
	output reg	[dWidth-1:0]	q
);
reg [dWidth-1:0] ram [2**aWidth-1:0];
always @(posedge clk) begin
	if (we) ram[addr] <= d;
	q <= ram[addr];
end
endmodule
</file>
<file path="./run.sh">
#!/bin/bash
# OpenROAD 26Q1-2900-gdf79404cd8, Yosys 0.63+post, stock flow scripts
make -C /OpenROAD-flow-scripts/flow DESIGN_CONFIG=/design/flow/config.mk WORK_HOME=/design/flow/orfs finish
</file>
<file path="./config.mk">
export PLATFORM = sky130hd
export DESIGN_NAME = nvram
export DESIGN_NICKNAME = nvram
export VERILOG_FILES = /design/flow/design.v
export SDC_FILE = /design/flow/constraint.sdc
export NUM_CORES = 4
export LEC_CHECK = 1
export CORE_UTILIZATION = 30
</file>
<file path="./constraint.sdc">
current_design nvram

set clk_period 45.4
set clk_io_pct 0.2

create_clock -name clk0 -period $clk_period [get_ports {clk}]

set non_clock_inputs [all_inputs -no_clocks]
set_input_delay [expr $clk_period * $clk_io_pct] -clock clk0 $non_clock_inputs
set_output_delay [expr $clk_period * $clk_io_pct] -clock clk0 [all_outputs]
</file>
==> Changelog: implementation <==
### Metrics

- Final setup fails: 0
- Pwr dens: 44.3 nW/um^2
- Crit end category: flop
- Initial Utilization: 30.2%
- Worst R2R End: nvram_buffer.q[6]
- CTS buffer count: 231
- Post-synth top area cell: edfxtp_1
- Worst R2R Path Depth: 10
- Drt total wl: 247000 um
- Final hold violations: 0
- Final period util: 32.5%
- Unrepaired setup endpoints after global routing: false
- Util after Layout: 34.3%
- Post-route cell area: 108000 sq um
- Final Max Tran Viols: 0
- Yosys warning total: 3
- Ys async rst share: 0%
- Core Area: 315000 sq um
- Post-CTS Setup Repair Bufs: 0
- CTS tree: done
- Hold Crit Class: flop to flop
- CP max FO: 57
- Count of library flops with an enable pin: 2358
- Row Count: 206
- Vias/cell: 5.16
- Critical Path Most Common Cell: buf_4
- Power Internal: 3.67 mW
- Die area: 319000 sq um
- Dominant flop cell: edfxtp_1
- Reg2Reg Setup Slack: 39.45 ns
- Startpoint types: input pin
- Grt total ovfl: 0
- CP arrival: 15.49 ns
- Port Buf Inserts: 57
- Fraction of layout cells with a size suffix above 1: 8.63%
- Post-cts sizing count: 0
- Clock Sinks: 2392
- Synth top area cells: edfxtp_1, nand2_1, mux2i_1
- FILL cells: 29121
- Cell Area, Placed: 100000 sq um
- Post-synth top cells: edfxtp_1, nand2_1, nor2_1, nand3_1, mux2i_1
- Leakage: 34.7 nW
- Initial antenna violation count: 5
- Gpl congestion: 0.914
- Avg Cell Area, Syn: 14.4 sq um
- Count leader, synth: edfxtp_1
- OpenROAD warnings: 55
- First-pass DRT Iterations: 5
- Net Sw Frac: 23.1%
- Top Family by Delay on Critical Path: simple AND/OR/NAND/NOR gates
- Flop area: 71500 sq um
- Clk pwr share: 40.4%
- Post-Syn Area: 94900 sq um
- Synth unique cells: 71
- Reg clk slew, reported paths: 0.06 ns
- RR Startpoint: buffer_addr[0]
- Avg WL per Cell: 22.6 um
- GR Util All Layers: 16.4%
- Area delta synth->final: 13.8%
- Post-synthesis chip area from yosys: 94900 sq um
- Min-delay src: next_state[1]
- Slowest-stage cell, CP: or4b_1
- Chip height: 564 um
- Clock Tree Root: clkbuf_16
- Hold path endpoint: next_state[1]
- Required @ worst endpoint: 46.15 ns
- Largest net degree at the start of global routing: 127
- Maximum vdd drop: 36.7 uV
- Tmin final: 14.74 ns
- Status: complete, no violations
- DR iter-0 viols: 3988
- Clk latency late pin: 0.88 ns
- Logic area: 21600 sq um
- Achievable Freq: 67.9 MHz
- Worst Tran Pin Value: 1.08 ns
- Seq pwr share: 51.9%
- Vias in the first global route: 57864
- DP Wirelength: 148000 um
- Mapped Cells: 6581
- # IOs: 75
- Bufs on Longest Clock Path: 3
- Ys cells: 6581
- H-tree Lvls: 4
- Hold buffer count at CTS: 0
- First-pass GRT wire length: 367000 um
- Critical path buffer and inverter count: 5
- # DRC: 0
- CP Class: input pin to flop
- Worst Skew: 0.0916 ns
- Post-synth regs: 2392
- Synth top area share: 74.6%
- CP peak stage delay: 0.94 ns
- Cell Chain, Critical Path: clkdlybuf4s50_1, or4b_1, o31ai_4, buf_4, nand2_4, buf_4, buf_4, buf_4, nand2_1, a31oi_1, nor4_1, a41oi_1, or4_1
- Width of the die: 564 um
- Antenna-violating nets left: 0
- Hold Crit Depth: 2
- Net switching power figure: 1.11 mW
- Hold Slack: 0.461 ns
- Max_slew headroom: 27.8%
- Setup TNS: 0 ns
- Comb power frac: 7.8%
- Via count: 56371
- Max-cap viol count: 0
- Sequential area share after synthesis: 75.3%
## registers in the layout, indices dropped and copies added (netlist names)
name	flops
extracting_dump	1
wait_timer	32
mask_ram.ram	256
compare_length	8
downloaded_config	1
ioctl_upload_req	1
buffer_write	1
last_ioctl_index	8
nvram_buffer.q	8
last_reset	1
buffer_addr	8
nvram_buffer.ram	2048
next_state	3
compare_nonzero	1
state	3
compare_changed	1
last_OSD_STATUS	1
last_ioctl_download	1
mask_ram.q	8
pause_cpu	1
## logic make-up (layout without fill, tap and decap cells)
group,Yosys count,in the layout,synth area share (%)
multiplexers,309,309,3.32
AND-OR/OR-AND,1116,1116,8.61
flip-flops,2392,2392,75.3
other,1,2,0.00395
XOR/XNOR,20,20,0.185
adder cells (fa/ha/maj),3,3,0.0396
AND/OR/NAND/NOR,2260,2260,10.3
buffers and inverters,480,669,2.20
## worst register-to-register path, cell delays in order (launching register included)
cell	delay (ns)
edfxtp_1	0.70
o31ai_4	0.14
buf_4	0.35
nand2_4	0.62
buf_12	0.51
buf_4	0.60
buf_4	0.64
a211oi_1	0.24
or4_1	0.75
o31ai_1	0.66
o2111ai_1	0.48
## per-stage QoR
| stage | power, mW | instances | worst slack (ns) |
|---|---|---|---|
| after detailed placement | 2.89 | 10495 | 29.81 |
| final | 4.78 | 10931 | 30.66 |
| after CTS | 4.81 | 10930 | 30.74 |
| after global routing | 4.93 | 10931 | 30.36 |
| after floorplan | 2.74 | 6581 | 32.72 |
| after global placement | 2.89 | 10495 | 29.86 |
## per-layer routing
layer	part of all wire, %	GRT usage, %	wire (um)
met1	36	19.6	88700
met2	46	24.5	113000
met3	14	10.2	33700
met4	4.2	5.52	10300
met5	0.30	1.95	750
## layout make-up
cell class / count / area share (%)
diodes: 1 / 0.00232
clock inverters: 136 / 1.44
repair buffers: 212 / 1.71
well taps: 4160 / 4.82
clock buffers: 299 / 5.72
inverters: 22 / 0.0765
multi-input cells: 3709 / 20.0
flip-flops and latches: 2392 / 66.2
## cell usage in the layout, fill, tap and decap left out, types with 38 or more instances in the layout
master,Yosys,final
edfxtp_1,2358,2358
nand2_1,1222,1221
nor2_1,410,409
nand3_1,314,312
mux2i_1,283,282
clkbuf_16,0,232
a31oi_1,207,206
a21oi_1,153,153
buf_4,15,146
and3_1,136,136
a221oi_1,115,115
a211oi_1,113,113
a311oi_1,111,111
a22o_1,71,71
o21ai_0,66,66
clkdlybuf4s50_1,0,57
clkbuf_1,262,55
clkinv_1,0,52
a32oi_1,43,43
nor4_1,41,38
## power groups by stage
stage	clock network, mW	registers (mW)	logic [mW]
4_1_cts	1.96	2.48	0.370
5_1_grt	2.05	2.48	0.404
6_report	1.93	2.48	0.372
## worst max path at each step
stage	from	end	slack (ns)	cells past startpoint
after CTS	ioctl_index[0]	nvram_buffer.q[4]	30.74	13
after global routing	ioctl_index[0]	nvram_buffer.q[7]	30.36	13
final	ioctl_index[0]	nvram_buffer.q[1]	30.66	13
Power figures rest on the tool's default switching activity, not on a simulated workload.
