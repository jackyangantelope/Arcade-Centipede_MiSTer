$ cat flow/run.sh
#!/bin/bash
# OpenROAD 26Q1-2900-gdf79404cd8, Yosys 0.63+post, stock flow scripts
make -C /OpenROAD-flow-scripts/flow DESIGN_CONFIG=/design/flow/config.mk WORK_HOME=/design/flow/orfs finish
$ cat flow/config.mk
export PLATFORM = sky130hd
export DESIGN_NAME = pf_ram_dp
export DESIGN_NICKNAME = pf_ram_dp
export VERILOG_FILES = /design/flow/design.v
export SDC_FILE = /design/flow/constraint.sdc
export NUM_CORES = 4
export LEC_CHECK = 1
export CORE_UTILIZATION = 30
export SYNTH_MEMORY_MAX_BITS = 65536
$ cat flow/constraint.sdc
current_design pf_ram_dp

set clk_period 51.3
set clk_io_pct 0.2

create_clock -name clk0 -period $clk_period [get_ports {clk_a}]

set non_clock_inputs [all_inputs -no_clocks]
set_input_delay [expr $clk_period * $clk_io_pct] -clock clk0 $non_clock_inputs
set_output_delay [expr $clk_period * $clk_io_pct] -clock clk0 [all_outputs]
$ cat flow/design.v
`timescale 1 ps / 1 ps
module ram_256x8dp (
	input			reset,
	input			clk_a,
	input			clk_b,
	input	[7:0]	addr_a,
	input	[7:0]	din_a,
	output	[7:0]	dout_a,
	input			ce_a,
	input			we_a,
	input	[7:0]	addr_b,
	output	[7:0]	dout_b,
	input			ce_b
);
reg [7:0] ram[0:255];
reg [7:0] d_a;
wire [7:0] d_b;
always @(posedge clk_a)
	if (reset)
		d_a <= 0;
	else
	if (~ce_a | ~we_a)
	begin
		if (~we_a)
			ram[addr_a] <= din_a;
		d_a <= ram[addr_a];
	end
assign dout_a = d_a;
assign dout_b = ram[addr_b];
endmodule 
module pf_ram_dp (
	input 	clk_a,
	input 	clk_b,
	input 	reset,
	input [7:0] 	addr_a,
	input [7:0] 	din_a,
	output [7:0] 	dout_a,
	input [3:0] 	ce_a,
	input [3:0] 	we_a,
	input [7:0] 	addr_b,
	output [31:0] dout_b,
	input [3:0] 	ce_b
);
wire [7:0] d_a3, d_a2, d_a1, d_a0;
wire [7:0] d_b3, d_b2, d_b1, d_b0;
assign dout_a =
		~ce_a[3] ? d_a3 :
		~ce_a[2] ? d_a2 :
		~ce_a[1] ? d_a1 :
		~ce_a[0] ? d_a0 :
		8'b0;
assign dout_b = { d_b3, d_b2, d_b1, d_b0 };
ram_256x8dp ram0(.reset(reset), .clk_a(clk_a), .clk_b(clk_b), .addr_a(addr_a),
		.din_a(din_a), .dout_a(d_a0), .ce_a(ce_a[0]), .we_a(we_a[0]),
		.addr_b(addr_b), .dout_b(d_b0),.ce_b(ce_b[0]));
ram_256x8dp ram1(.reset(reset), .clk_a(clk_a), .clk_b(clk_b), .addr_a(addr_a),
		.din_a(din_a), .dout_a(d_a1), .ce_a(ce_a[1]), .we_a(we_a[1]),
		.addr_b(addr_b), .dout_b(d_b1),.ce_b(ce_b[1]));
ram_256x8dp ram2(.reset(reset), .clk_a(clk_a), .clk_b(clk_b), .addr_a(addr_a),
		.din_a(din_a), .dout_a(d_a2), .ce_a(ce_a[2]), .we_a(we_a[2]),
		.addr_b(addr_b), .dout_b(d_b2),.ce_b(ce_b[2]));
ram_256x8dp ram3(.reset(reset), .clk_a(clk_a), .clk_b(clk_b), .addr_a(addr_a),
		.din_a(din_a), .dout_a(d_a3), .ce_a(ce_a[3]), .we_a(we_a[3]),
		.addr_b(addr_b), .dout_b(d_b3),.ce_b(ce_b[3]));
endmodule
==> flow_metrics.tcl <==
# flow metrics
set metrics [dict create \
    fin_worst_skew_ns 0.09668 \
    h_tree_levels 6 \
    timing.hold.worst.start "ram3.d_a[1]$_SDFFE_PP0N_" \
    type_of_destination_of_the_critical_path "primary output" \
    clkSlewWorstSetupHoldPaths_ns 0.06 \
    adder_share 0 \
    cts_tree "done" \
    synth_flops 8224 \
    wl_mm 1504 \
    synth_top_flop_cell "edfxtp_1" \
    remaining_drc_errors 0 \
    final_worst_path_cycle_share 0.5597 \
    r2r_endpoint "ram2.d_a[1]$_SDFFE_PP0N_" \
    finalHoldViolations 0 \
    ctsResizeCount 0 \
    holdPathStages 2 \
    maxSlewViolCount 0 \
    irDropWorstVdd_mv 0.03187 \
    maximum_number_of_pins_on_one_net_before_global_route_repair 144 \
    post_drt_wl_per_cell_um 39.34 \
    drv_cap 0 \
    synth.cellmix.compoundShare 0.02654 \
    grt_first_pass_wirelength_mm 2033 \
    post_synth_most_frequent_cells "8192 x edfxtp_1, 4379 x mux4_2, 1220 x nor2_1" \
    post_route_cells_drive_above_1_share 0.3683 \
    power_density_nw_per_um2 34.07 \
    enable_flop_cells 8192 \
    io-pin-count 79 \
    finalSetupViolCount 0 \
    place.detailed.hpwl_mm 1038 \
    post_synth_and_or_nand_nor_area_fraction 0.02729 \
    maxSlewHeadroom 0.05929 \
    worst_r2r_path_depth 6 \
    tns_setup_ns 0 \
    globalplace.congestion 1.024 \
    worst-setup-path-type "input pin to primary output" \
    drtPass1Iterations 9 \
    synth_top_area_share 0.6409 \
    critical_path.startpoint_type "input pin" \
    die-area_um2 1284000 \
    dr_total_vias 223300 \
    syn_to_final_growth_pct 14.95 \
    synthesis.instances 19050 \
    fillers 117100 \
    post-route-min-period_ns 28.71 \
    mean_number_of_vias_per_cell 5.844 \
    grt.overflow.total 0 \
    post_cts_buffers 0 \
    ctsLongestPathBuffers 5 \
    sequential_fraction_of_the_synthesis_area 0.6425 \
    timing.critical_path.fanout_max 50 \
    syn-mean-instance-area_um2 20.15 \
    synth-xor-area-share 0 \
    cp_slowest_stage_delay_ns 1.06 \
    antenna_found_initial 195 \
    timing.hold.worst_endpoint "ram3.d_a[1]$_SDFFE_PP0N_" \
    logic_family "multiplexers" \
    groute.usage.overall 0.2490 \
    fp-row-count 415 \
    synth.cell_area_um2 383900 \
    instances_no_fill 38220 \
    yosys.cell_types.count 83 \
    worst-slew-pin-transition_ns 1.411 \
    ordered_list_of_cells_on_the_worst_path "buf_16, buf_4, buf_4, buf_4, buf_4, buf_4, buf_4, buf_4, mux4_2, mux2i_1, a22oi_1, o22ai_1, nor4_1, o31a_1, buf_4, clkdlybuf4s50_1" \
    dp.cells 36290 \
    tritoncts.num_buffers 888 \
    fmax_mhz 34.83 \
    power.leakage_nw 136.6 \
    cts_hold_buffers 0 \
    run_status "complete, no violations" \
    timing.rr.start "ram2.ram[16][1]$_DFFE_PP_" \
    yosys_warnings 1 \
    clock-root-buffer "clkbuf_16" \
    yosys-stat-cells 19050 \
    fp_util 0.3008 \
    rsz0062_at_grt "no" \
    mux_area_frac 0.2807 \
    route.antenna.remaining_nets 0 \
    die_h_mm 1.133 \
    crit_path_frequent_cell "buf_4" \
    timing.hold.worst.class "flop to flop" \
    first_global_vias 245400 \
    cp.required_ns 41.04 \
    ys_async_sr_fraction 0 \
    yosys-top-cells-area "edfxtp_1 64%, mux4_2 26%, mux2i_1 2.3%, nor2_1 1.2%, buf_2 0.80%" \
    die_w_mm 1.133 \
    number_of_warning_messages_in_the_logs 53 \
    yosys_area_um2 383900 \
    yosys.cell_count.top_type "edfxtp_1" \
    port_buffers 73 \
    synthDominantAreaCellType "edfxtp_1" \
    critical_path_arrival_ns 18.45 \
    critical_path.slowest_cell "nor4_1" \
    drt_first_iter_violations 17480 \
    clk-insertion-delay-late_ns 1.20 \
    cts.sinks 8224 \
    coreArea_um2 1276000 \
    rrSetupSlack_ns 47.63 \
]
-- worst max-delay path by stage --
stage | start | slack [ns] | end | depth (start not counted)
CTS | addr_b[0] | 22.77 | dout_b[12] | 16
finish | addr_b[0] | 22.59 | dout_b[22] | 16
global route | addr_b[0] | 22.15 | dout_b[22] | 16
-- power by group --
part           internal [mW]  leakage (nW)  switching (mW)
Clock                   3.57          13.5            2.68
Combinational          0.461          49.3           0.906
Sequential              7.40          73.9          0.0113
-- critical path, delay by kind of cell --
kind	cells	cell delay [ns]
and+or+nand+nor	1	1.06
AOI/OAI and AO/OA	3	1.24
muxes	2	0.49
buffers and inverters	10	5.19
-- sequential cells by signal, indices dropped and copies added (netlist names) --
register,flops
ram0.ram,2048
ram1.ram,2048
ram3.d_a,8
ram0.d_a,8
ram2.d_a,8
ram1.d_a,8
ram3.ram,2048
ram2.ram,2048
-- cell families (layout without fill, tap and decap cells) --
family                 after synthesis  in the layout
AND-OR/OR-AND                     1436           1436
buffers and inverters             1637           3572
flip-flops                        8224           8224
multiplexers                      5288           5288
other                                0            340
AND/OR/NAND/NOR                   2469           2469
-- through the flow --
stage	setup slack (ns)	util	total power, mW	area, um2	hold WS (ns)
5_1_grt	22.15	0.3454	15.34	440900	0.5433
3_5_place_dp	22.78	0.3234	8.878	412800	0.4978
4_1_cts	22.77	0.3450	15.05	440400	0.5073
3_3_place_gp	22.04	0.3234	8.873	412800	0.5013
6_report	22.59	0.3457	15.03	441200	0.5125
2_1_floorplan	28.59	-	8.228	383900	0.4714
-- cell type report --
class                      count  area, um2  area share
antenna                      340      850.8    0.001928
sequential                  8224     246600      0.5590
tap                        16890      21130     0.04789
inverter                      18      92.59   0.0002098
clock buffer                1100      23320     0.05286
clock inverter               486       4259    0.009653
multi-input combinational   9193     129400      0.2933
timing repair buffer        1968      15530     0.03519
-- per-layer routing --
layer	track usage	part of all wire	wire length (um)
met5	0.1037	0.010	15580
met4	0.1638	0.082	123600
met3	0.2420	0.21	322600
met2	0.3335	0.43	644300
met1	0.2206	0.26	397500
-- cell usage in the layout, fill, tap and decap left out, types with 35 or more instances in the layout --
cell type,n
nand3_1,187
a21oi_1,159
nand2_1,627
nor3_1,51
nand2_2,73
clkinv_2,145
mux2i_1,874
clkdlybuf4s50_1,50
clkinv_1,217
a31oi_1,36
clkbuf_1,195
mux4_2,4379
mux2_2,35
nor2_1,1188
o21ai_0,146
a221oi_1,53
a211oi_1,54
a22oi_1,292
o211ai_1,45
diode_2,340
buf_4,1861
bufinv_16,75
edfxtp_1,8192
o22ai_1,256
nand4_1,41
clkbuf_16,900
o221ai_1,40
a32oi_1,168
Power and IR drop assume default switching activity.
